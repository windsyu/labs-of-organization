$ cat ./design.v
`timescale 1ns / 1ps
module Regs(input clk, rst, L_S,
				input [4:0] R_addr_A, R_addr_B, Wt_addr,
				input [31:0] Wt_data,
				output [31:0] rdata_A, rdata_B
				);
			reg[31:0] register [1:31];  
			integer i;
			assign rdata_A= (R_addr_A== 0) ? 0 : register[R_addr_A]; 
			assign rdata_B= (R_addr_B== 0) ? 0 : register[R_addr_B];  
			always @(posedge clk or posedge rst)
			begin if (rst==1) for (i=1; i<32; i=i+1) register[i] <= 0; 
			else if ((Wt_addr!= 0) && (L_S == 1))
				register[Wt_addr] <= Wt_data;  
			end
endmodule
$ cat ./run.sh
#!/bin/bash
# OpenROAD 26Q1-2900-gdf79404cd8, Yosys 0.63+post, stock flow scripts
make -C /OpenROAD-flow-scripts/flow DESIGN_CONFIG=/design/flow/config.mk WORK_HOME=/design/flow/orfs finish
$ cat ./config.mk
export PLATFORM = sky130hd
export DESIGN_NAME = Regs
export DESIGN_NICKNAME = Regs
export VERILOG_FILES = /design/flow/design.v
export SDC_FILE = /design/flow/constraint.sdc
export NUM_CORES = 4
export LEC_CHECK = 1
export CORE_UTILIZATION = 50
$ cat ./constraint.sdc
current_design Regs

set clk_period 8.1
set clk_io_pct 0.2

create_clock -name clk0 -period $clk_period [get_ports {clk}]

set non_clock_inputs [all_inputs -no_clocks]
set_input_delay [expr $clk_period * $clk_io_pct] -clock clk0 $non_clock_inputs
set_output_delay [expr $clk_period * $clk_io_pct] -clock clk0 [all_outputs]
==> results.sh <==
# flow metrics
export IMPL_top_area_cell="dfrtp_1"
export IMPL_synthToLayoutAreaGrowth_pct=15.1
export IMPL_synth_area_mm2=0.0495
export IMPL_synth_top_area_share_pct=50.2
export IMPL_reg2regPathDepth=1
export IMPL_final_setup_skew_ps=0
export IMPL_simple_gate_share_pct=6.71
export IMPL_ctsRootBufferMaster="clkbuf_16"
export IMPL_cp_start_kind="input port"
export IMPL_timing_rr_start="register[24][21]$_DFFE_PP0P_"
export IMPL_ant_nets=0
export IMPL_cap_violations=0
export IMPL_yosysWarningCount=2
export IMPL_min_path_type="flop to flop"
export IMPL_clkLatencyLatePin_ps=710
export IMPL_r2r_end="register[24][21]$_DFFE_PP0P_"
export IMPL_cp_end_kind="output port"
export IMPL_fp_util_pct=50.3
export IMPL_ios=114
export IMPL_compound_area_share_pct=16.2
export IMPL_ff2ff_setup_slack_ps=6990
export IMPL_wl_met2_mm=96.5
export IMPL_grt_pass1_vias=42200
export IMPL_layout_top_cells="dfrtp_1, mux2_2, a22oi_1"
export IMPL_first_iter_violations=5865
export IMPL_ctsResizeCount=0
export IMPL_relSlewSlack_pct=25.8
export IMPL_peakVddDrop_mv=0.194
export IMPL_finalClockPeriodUsage_pct=92.2
export IMPL_grt_overflow=0
export IMPL_m1WireLength_mm=85.1
export IMPL_holdPathEnd="register[28][12]$_DFFE_PP0P_"
export IMPL_clockBufferDepth=3
export IMPL_htreeDepth=3
export IMPL_ys_ff=992
export IMPL_vias_per_cell=7.62
export IMPL_max_stage_delay_ps=790
export IMPL_post_route_min_period_ps=7470
export IMPL_io_buffers=113
export IMPL_grt_total_usage_pct=51.8
export IMPL_critPathMaxFanout=12
export IMPL_core_area_mm2=0.0983
export IMPL_regMostFlops="register"
export IMPL_finalSetupTns_ps=0
export IMPL_ys_top_logic_family="multiplexers"
export IMPL_synth_seq_share_pct=50.2
export IMPL_largestRegisters="register x992"
export IMPL_worstPathArrival_ps=5850
export IMPL_slowest_stage="clkdlybuf4s50_1"
export IMPL_synth_cells=4196
export IMPL_xor_share_pct=0
export IMPL_numClockSinks=992
export IMPL_syn_avg_cell_area_um2=11.8
export IMPL_setup_viol=0
export IMPL_ys_types=63
export IMPL_num_rows=115
export IMPL_largest_reg_flops=992
export IMPL_power_leakage_nw=24.6
export IMPL_tool_warnings=51
export IMPL_place_hpwl_mm=150
export IMPL_worstPathCellList="clkdlybuf4s50_1 > buf_4 > nand2_1 > nor2_4 > buf_4 > a22oi_1 > nand2_1 > nor3_1 > a21oi_1 > clkdlybuf4s50_1"
export IMPL_die_y_um=317
export IMPL_path_buffers=4
export IMPL_area_leaders="dfrtp_1, mux2_2, a22oi_1"
export IMPL_ff_type="dfrtp_1"
export IMPL_fmax_mhz=134
export IMPL_synth_edff_count=0
export IMPL_critPathKind="input port to output port"
export IMPL_post_cts_buffers=0
export IMPL_yosys_area_mm2=0.0495
export IMPL_mux_share_pct=22.9
export IMPL_wire_per_inst_um=43.4
export IMPL_grt_max_degree=119
export IMPL_synthArstFlopShare_pct=100
export IMPL_p_per_area_mw_per_mm2=246
export IMPL_route_detailed_drc=0
export IMPL_crit_family="buffers and inverters"
export IMPL_dieArea_mm2=0.100
export IMPL_final_util_pct=58.0
export IMPL_drtPass1Iterations=9
export IMPL_clk_pin_slew_worst_paths_ps=60
export IMPL_drt_total_wl_mm=245
export IMPL_layout_drive_gt1_share_pct=35.3
export IMPL_place_congestion=1.05
export IMPL_outcome="finished clean"
export IMPL_ys_cells=4196
export IMPL_wl_met3_mm=43.0
export IMPL_dr_max_layer_used="met5"
export IMPL_rsz0062_at_grt="no"
export IMPL_layout_top_cell_excl_fill_tap="dfrtp_1"
export IMPL_final_hold_viol_count=0
export IMPL_cts_hold_buf=0
export IMPL_numCtsBuffers=109
export IMPL_die_x_um=317
export IMPL_required_ps=6480
export IMPL_hold_depth=1
export IMPL_ys_sh_adder_pct=0
export IMPL_antenna_found_initial=19
export IMPL_tightest_slew_ps=1110
export IMPL_grt_pass1_wl_mm=338
export IMPL_slew_violations=0
export IMPL_cts_tree="built"
export IMPL_vias=43000
export IMPL_hold_path_startpoint="register[28][12]$_DFFE_PP0P_"
==> kinds of logic (layout without fill, tap and decap cells) <==
family / Yosys count / in the layout
muxes: 1005 / 1005
AOI/OAI and AO/OA: 1111 / 1111
buffers and inverters: 430 / 583
and+or+nand+nor: 658 / 658
DFF: 992 / 992
other: 0 / 14
==> synthesized netlist by cell type (all sizes together), types with 7 or more instances <==
cell type	n
o21ai	19
nor2b	9
a31oi	23
nand3	63
a222oi	45
nor4	20
a22oi	788
a221oi	20
a32oi	7
dfrtp	992
o211ai	7
nor3	72
nand2b	11
mux2i	8
nor2	133
a21oi	165
nand4	100
buf	248
clkbuf	175
and3	11
nand2	197
nand3b	7
mux2	997
a22o	17
==> how the worst max path moves through the flow <==
stage	from	slack, ps	cells past startpoint	end
4_1_cts	R_addr_A[2]	980	10	rdata_A[27]
6_report	R_addr_B[3]	630	10	rdata_B[24]
5_1_grt	R_addr_B[4]	730	9	rdata_B[24]
==> report_power, final <==
group	total (mW)	internal [mW]	switching, mW
Sequential	6.88	5.92	0.967
Combinational	1.93	1.04	0.893
Clock	5.20	3.04	2.16
==> final cells by class <==
type	instances	area, um2
Fill cell	7981	41300
Sequential cell	992	24800
Multi-Input combinational cell	2774	23200
Timing Repair Buffer	379	3530
Clock buffer	156	3170
Tap cell	1287	1610
Clock inverter	41	551
Antenna cell	14	35.0
Inverter	7	30.0
==> metal layers <==
metal	track usage (%)	up-vias
li1	-	16300
met4	30.0	18
met5	0.189	-
met2	66.6	3957
met1	67.8	21400
met3	32.1	1329
==> through the flow <==
stage / instances / hold slack [ps] / setup WS, ps / cell area, um2 / total power, mW
6_report: 5650 / 522 / 628 / 57000 / 14.0
5_1_grt: 5636 / 536 / 726 / 56900 / 14.4
4_1_cts: 5636 / 520 / 982 / 56900 / 14.0
3_5_place_dp: 5439 / 509 / 984 / 53200 / 8.79
3_3_place_gp: 5439 / 505 / 945 / 53200 / 8.76
2_1_floorplan: 4196 / 480 / -7190 / 49500 / 7.83
Power figures rest on the tool's default switching activity, not on a simulated workload.
