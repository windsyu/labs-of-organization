==> flow/design.v <==
`timescale 1ns / 1ps
module alu(input [31:0] A,
			  input [31:0] B,
			  input[2:0] ALU_Op,
			  output reg [31:0] res,
			  output zero,
			  output	overflow);
	wire [31:0] res_and,res_or,res_add,res_sub,res_nor,res_slt,res_srl,res_xor;
	parameter one = 32'h00000001, zero_0 = 32'h00000000;
	assign res_and= A&B;
	assign res_or= A|B;
	assign {overflow,res_add}=(ALU_Op==010)? (A+B):{1'b0,{A+B}};
	assign {overflow,res_sub}=(ALU_Op==110)? (A-B):{1'b0,{A-B}};
	assign res_srl=A>>B[10:6];
	assign res_xor=A^B;
	assign res_slt=(A < B) ? one : zero_0;
	always@ * begin
		case (ALU_Op)
			3'b000: res=res_and;
			3'b001: res=res_or;
			3'b010: res=res_add;
			3'b110: res=res_sub;
			3'b100: res=~(A|B);
			3'b111: res=res_slt;
			3'b101: res=res_srl;
			3'b011: res=res_xor;
			default: res=32'hx;
		endcase
	end
	assign zero = (res==0)? 1'b1: 1'b0;
endmodule
==> flow/run.sh <==
#!/bin/bash
# OpenROAD 26Q1-2900-gdf79404cd8, Yosys 0.63+post, stock flow scripts
make -C /OpenROAD-flow-scripts/flow DESIGN_CONFIG=/design/flow/config.mk WORK_HOME=/design/flow/orfs finish
==> flow/config.mk <==
export PLATFORM = sky130hd
export DESIGN_NAME = alu
export DESIGN_NICKNAME = alu
export VERILOG_FILES = /design/flow/design.v
export SDC_FILE = /design/flow/constraint.sdc
export NUM_CORES = 4
export LEC_CHECK = 1
export CORE_UTILIZATION = 30
==> flow/constraint.sdc <==
current_design alu

set clk_period 16.4
set clk_io_pct 0.2

create_clock -name clk0 -period $clk_period

set non_clock_inputs [all_inputs -no_clocks]
set_input_delay [expr $clk_period * $clk_io_pct] -clock clk0 $non_clock_inputs
set_output_delay [expr $clk_period * $clk_io_pct] -clock clk0 [all_outputs]
==> impl_results.rst <==
Flow metrics
------------

.. list-table::
   :header-rows: 1

   * - Metric
     - Value
   * - Avg Inst Size Synth
     - around 6.8 um2
   * - Synth mux share
     - 15.6%
   * - Initial antenna violation count
     - 2
   * - Core Region
     - between 20,000 and 30,000 um2
   * - GRT Residual Overflow
     - 0
   * - Post-Synth Adder-Cell Area
     - between 15 and 20%
   * - Result of the run
     - finished, final reports clean
   * - Antenna violation net count after detailed routing
     - 0
   * - Clock buffer cells
     - 0
   * - Number of flip-flops and latches
     - 0
   * - Total Wirelength
     - ~38,000 um
   * - Pre-placement core utilization
     - 30.8%
   * - Count of warnings emitted by yosys
     - 1
   * - Dominant cell area share
     - between 10% and 20%
   * - Wire length of the first global-routing pass
     - ~56,000 um
   * - Routability Congestion
     - 1.02
   * - Total iterations of the first detailed-routing run
     - 6
   * - Main area contributors
     - ha_1 16%, mux2i_1 8.2%, a21oi_1 5.6%
   * - Total negative slack for setup checks
     - 0 ps
   * - DRC Markers
     - 0
   * - OpenROAD warnings
     - ~100
   * - Final setup violation count
     - 0
   * - Crit start category
     - input port
   * - Total Routing Usage GR
     - between 20% and 30%
   * - Cell area after technology mapping
     - 7830 um2
   * - Sw Share
     - 60.4%
   * - Instance count after placement with tap cells included
     - approximately 1,500
   * - Mapped Cells
     - 1,158
   * - Power Density
     - 37.4 nW/um2
   * - Largest vdd supply drop
     - approximately 0.016 mV
   * - Worst-Margin Slew
     - roughly 900 ps
   * - Vias in the first global route
     - approximately 8,800
   * - Resized cells post-CTS
     - 0
   * - Cell total in the yosys stat output
     - ~1,200
   * - Share of final-layout standard cells stronger than drive strength 1
     - roughly 5.6%
   * - Pin count of the biggest net entering global routing
     - roughly 50
   * - Main kind of combinational logic by area
     - AND-OR/OR-AND gates
   * - Initial detailed-routing violation count
     - between 1,000 and 1,500
   * - Number of buffers inserted by post-CTS setup repair
     - 0
   * - Critical path fanouts, max
     - 38
   * - Total Die Area
     - 26,700 um2
   * - AND/OR/NAND/NOR Cells, Area Fraction
     - a little under a quarter
   * - Total net switching power
     - between 0.2 and 0.25 mW
   * - Layout area overhead
     - 15.3%
   * - Yosys cell types
     - just over 80
   * - Tmin final
     - 12,270 ps
   * - Data required time of the critical path
     - between 10,000 and 15,000 ps
   * - Ratio of routed vias to standard cells
     - 6.19
   * - Count of standard-cell rows
     - 58
   * - Number of buffers inserted by hold repair at cts
     - 0
   * - PnR Total Power
     - about 0.34 mW
   * - Cell taking the most area after synthesis
     - ha_1
   * - Number of input and output port buffers inserted
     - approximately 100
   * - Slew HR
     - approximately two fifths
   * - Overall via count from detail_route
     - between 9,000 and 10,000
   * - AND-OR/OR-AND share of the synthesized area
     - 32.0%
   * - Post-layout instance count excluding filler cells
     - about 1,500
   * - Die boundary height
     - 164 um
   * - Number of I/O pins
     - roughly 100
   * - Hold crit path type
     - in2out
   * - Reg area
     - 0 um2
   * - Xor/xnor cell area share of the yosys netlist
     - between 2 and 3%
   * - Post-synth area from yosys stat
     - between 7000 and 8000 um2
   * - Horizontal extent of the die
     - 164 um
   * - Sort of element at the end of the critical path
     - primary output
   * - Maximum clock frequency
     - slightly above 0.08 GHz
   * - WL/cell
     - approximately 25 um
   * - Sequential cell area fraction in the yosys report
     - 0%
   * - Leak pwr
     - between 3 and 4 nW
   * - Kind of critical path
     - in2out
   * - Worst hold slack
     - around 7700 ps
   * - Count of endpoints failing hold in the final timing report
     - 0
   * - Max-cap viol count
     - 0
   * - Critical path data arrival time
     - approximately 9000 ps
   * - Max-slew violations
     - 0
   * - Internal power component
     - ~0.13 mW
   * - Final Cycle Share
     - around 75%
   * - Final HPWL from detailed placement
     - between 20,000 and 30,000 um
   * - RSZ-0062 raised after global routing
     - no
[path summary, 6_finish.rpt]
check,depth (start not counted),end,slack [ps],from
min,4,res[0],7650,ALU_Op[2]
max,15,zero,4130,B[7]
[cell usage after synthesis, types with 13 or more instances]
master,instances
o21ai_0,75
o31ai_1,13
buf_1,15
nor2_1,110
a22oi_1,14
a21o_1,15
o22ai_1,19
inv_1,91
a211oi_1,14
o211ai_1,14
ha_1,102
nand2_1,96
mux4_2,18
nor2b_1,18
nor3_1,42
nand3_1,30
a221oi_1,14
clkbuf_1,56
xnor2_1,20
mux2i_1,64
a21oi_1,88
[layout by cell type, fill, tap and decap left out, types with 22 or more instances in the layout]
master,synthesis,layout
buf_4,1,22
mux2i_1,64,64
inv_1,91,91
a21oi_1,88,88
ha_1,102,102
nand3_1,30,30
clkdlybuf4s50_1,0,98
nor3_1,42,41
nand2_1,96,96
o21ai_0,75,75
nor2_1,110,110
[power groups by stage]
stage    Sequential, mW  Combinational [mW]  Clock [mW]
4_1_cts               0               0.330           0
5_1_grt               0               0.361           0
[critical path: stages]
cell	delay, ps
clkdlybuf4s50_1	460
buf_4	360
inv_2	350
ha_1	580
or4_1	660
a2111oi_0	670
o311ai_1	360
o21ai_1	410
a311oi_1	220
nor3_1	190
o21ai_0	170
nor4_1	280
nand3_1	160
nor4_2	300
clkdlybuf4s50_1	510
[through the flow]
step	area [um2]	util [%]	setup slack, ps
after floorplan	7830	-	6230
after global routing	9020	35.5	3840
after detailed placement	9020	35.5	4220
final	9020	35.5	4130
after CTS	9020	35.5	4230
after global placement	9020	35.5	4320
[area by class of cell]
| class | count | area, um2 |
|---|---|---|
| repair buffers | 122 | 1160 |
| fillers | 2746 | 16400 |
| inverters | 95 | 357 |
| multi-input cells | 977 | 7090 |
| well taps | 330 | 413 |
| diodes | 2 | 5.00 |
[routing by layer]
metal,share of wire (%),track usage [%],up-vias
met5,0,0,-
met4,3.6,9.39,0
met3,11,7.06,84
met2,42,41.2,510
li1,-,-,4390
met1,43,41.6,4468
[kinds of logic (layout without fill, tap and decap cells)]
kind of cell / Yosys count / in the layout
other cells: 1 / 3
simple gates: 378 / 378
compound gates: 374 / 374
xor+xnor: 24 / 24
mux: 96 / 96
buf+inv: 181 / 217
fa+ha+maj: 104 / 104
Power is estimated from default activity; no workload was simulated.
